==> ./design.v <==
module mux(
    input wire [31:0] in1,
    input wire [31:0] in2,
    input wire mux_sel,
    output wire [31:0]out );
assign out=(mux_sel=='b1)?in2:in1;
endmodule
==> ./run.sh <==
#!/bin/bash
# OpenROAD 26Q1-2900-gdf79404cd8, Yosys 0.63+post, stock flow scripts
make -C /OpenROAD-flow-scripts/flow DESIGN_CONFIG=/design/flow/config.mk WORK_HOME=/design/flow/orfs finish
==> ./config.mk <==
export PLATFORM = sky130hd
export DESIGN_NAME = mux
export DESIGN_NICKNAME = mux
export VERILOG_FILES = /design/flow/design.v
export SDC_FILE = /design/flow/constraint.sdc
export NUM_CORES = 4
export LEC_CHECK = 1
export CORE_AREA = 10 10 70 70
export DIE_AREA = 0 0 80 80
==> ./constraint.sdc <==
current_design mux

set clk_period 1.0
set clk_io_pct 0.2

create_clock -name clk0 -period $clk_period

set non_clock_inputs [all_inputs -no_clocks]
set_input_delay [expr $clk_period * $clk_io_pct] -clock clk0 $non_clock_inputs
set_output_delay [expr $clk_period * $clk_io_pct] -clock clk0 [all_outputs]
==> Slide: Implementation Results <==
Physical Implementation Snapshot

Placed design
  • Post-detail-place hpwl: 2408 um
  • Routability cong.: 0.7597
  • # port buffers: 97
  • DP Area: 1536 um2

Drt
  • Vias/cell: 3.978
  • Number of remaining DRC errors: 0
  • DRT iter0 DRCs: 3
  • Vias: 720
  • Final Routed Wirelength: 2922 um
  • Final ANT Viol Nets: 0
  • N_diodes: 0
  • DR pass1 iterations: 2
  • DR WL/cell: 16.14 um

Worst setup path
  • Crit path max fanout: 6
  • Worst Setup SP: mux_sel
  • CP endpoint kind: output pin
  • Worst setup path category: in -> out
  • Crit path launch type: input pin
  • Critical Path RT: 0.80 ns
  • Crit path DAT: 0.90 ns

Cells and area
  • CLK BUF: 0
  • Area grow syn2layout: 187.6%
  • Final Instance Area: 1565 um2
  • Layout cell share with drive strength beyond 1: 52.59%
  • Register Area: 0 um2
  • Seq_cells: 0
  • Utilization after layout: 45.82%

GRT
  • GRT Util Overall: 8.289%
  • Total grt overflow: 0
  • Initial antenna violation count: 0
  • Vias in the first global route: 811
  • First-pass GRT wire length: 4305 um
  • Largest net degree at the start of global routing: 10

Flow run
  • Log Warnings: 34
  • Max-cap viol count: 0

Timing
  • Worst Tran Pin Value: 0.09916 ns
  • Setup TNS: -2.638 ns
  • Fmax: 908.5 MHz
  • Setup Viol. Count Final: 32
  • Max-slew headroom: 93.39%
  • WHS: 0.7942 ns
  • Fin. max-slew vios: 0
  • Period utilization: 110.1%
  • Worst Setup Slack, final: -0.1008 ns
  • Unrepaired setup endpoints after global routing: true
  • Min Tclk post-route: 1.101 ns
  • Final hold vios: 0

Synthesis
  • Sequential fraction of the synthesis area: 0%
  • Main area contributors: mux2_4 (83%), buf_12 (11%), mux2_2 (4.1%)
  • Post-Syn Area: 544.3 um2
  • # Cells Yosys: 36
  • Yosys warnings: 0
  • Yosys cell types: 4
  • Synth area leader: mux2_4
  • Synthesized instance count: 36
  • Top cell area share: 82.76%
  • Synthesized area per cell: 15.12 um2
  • Chip Area, Yosys: 544.3 um2

Clocking
  • Post-CTS Setup Bufs: 0
  • CTS Hold Bufs: 0

Die
  • Die width: 80 um
  • Fp util: 15.93%
  • Std cell rows: 21
  • Die footprint: 6400 um2
  • Core area: 3416 um2
  • # IOs: 97
  • Die Ht: 80 um

Run status
  • Violated checks: negative setup slack
  • Status: complete, but fails checks

Power and ir drop
  • LEAKAGE: 0.0008516 uW
  • Total Power: 616.1 uW
  • PD cells: 393.6 nW/um2
  • Worst VDD drop: 185.3 uV

Hold path
  • Worst hold path type: in -> out
  • Worst Min Path Start: in1[25]
## per-layer routing
| metal | track usage (%) | share of wire (%) |
|---|---|---|
| met1 | 10.55 | 41 |
| met2 | 13.88 | 49 |
| met5 | 0 | 0 |
| met4 | 0.7042 | 0.72 |
| met3 | 2.500 | 9.5 |
## per-stage QoR
stage / instances / setup WS [ns]
2_1_floorplan: 36 / 0.06690
6_report: 181 / -0.1008
5_1_grt: 181 / -0.1100
3_5_place_dp: 177 / -0.4961
3_3_place_gp: 177 / -0.4924
4_1_cts: 180 / -0.09179
## layout make-up
type                       instances  area (um2)
fill                             335        1851
tap                               46       57.56
timing repair buffer             103        1027
multi-input combinational         32       480.5
## placed cells by master, fill, tap and decap left out
cell type	instances
dlygate4sd2_1	64
clkbuf_16	1
buf_6	21
buf_16	4
buf_2	11
buf_12	2
mux2_4	32
## report_power, final
| group | switching, uW | internal [uW] | total, uW |
|---|---|---|---|
| logic | 138 | 478 | 616 |
| clock network | 0 | 0 | 0 |
| registers | 0 | 0 | 0 |
## worst max-delay path, cell delays in order
cell and delay [ns]:
buf_16 0.13, clkbuf_16 0.16, mux2_4 0.30, buf_6 0.11
## Yosys cell counts (all sizes together)
cell / count
mux2: 32
buf: 4
## worst paths after layout
kind	depth (start not counted)	slack, ns	to
hold / removal	3	0.79	out[25]
setup / recovery	4	-0.10	out[26]
## timing repair
action | in CTS | in global routing
gates resized | 186 | 6
endpoints found under the setup margin | 32 | 32
gates cloned | 3 | 1
## logic make-up after synthesis
group	share of synthesized area, %
muxes	86.90
buffers and inverters	13.10
Power figures rest on the tool's default switching activity, not on a simulated workload.
