===== ./constraint.sdc =====
current_design npc_logic

set clk_period 18.4
set clk_io_pct 0.2

create_clock -name clk0 -period $clk_period

set non_clock_inputs [all_inputs -no_clocks]
set_input_delay [expr $clk_period * $clk_io_pct] -clock clk0 $non_clock_inputs
set_output_delay [expr $clk_period * $clk_io_pct] -clock clk0 [all_outputs]

===== ./design.v =====
module npc_logic(
    input [31:0] pc,
    input [15:0] imm16,
    input [25:0] imm26,
    input [1:0] sel,
    input a_b_equal,
    output [31:0] npc
);
wire op_beq;
wire op_jmp;
wire op_seq;
wire [31:0] jmp_target;
wire [31:0] beq_target;
wire [31:0] seq_pc;
assign op_seq = (sel == 2'b00);
assign op_jmp = (sel == 2'b01);
assign op_beq = (sel == 2'b10);
assign seq_pc = pc + 3'b100;
assign beq_target = pc + 3'b100 + {{14{imm16[15]}}, imm16, 2'b00};
assign jmp_target = {{pc[31:28]}, imm26, 2'b00};
assign npc = op_jmp             ? jmp_target :
             op_beq & a_b_equal ? beq_target : 
             seq_pc;
endmodule

===== ./run.sh =====
#!/bin/bash
# OpenROAD 26Q1-2900-gdf79404cd8, Yosys 0.63+post, stock flow scripts
make -C /OpenROAD-flow-scripts/flow DESIGN_CONFIG=/design/flow/config.mk WORK_HOME=/design/flow/orfs finish

===== ./config.mk =====
export PLATFORM = sky130hd
export DESIGN_NAME = npc_logic
export DESIGN_NICKNAME = npc_logic
export VERILOG_FILES = /design/flow/design.v
export SDC_FILE = /design/flow/constraint.sdc
export NUM_CORES = 4
export LEC_CHECK = 1
export CORE_UTILIZATION = 30

==> reports/qor.txt <==
status - finished, final reports clean
most frequently placed logic cells in the final layout - 109 x sky130_fd_sc_hd__clkdlybuf4s50_1, 46 x sky130_fd_sc_hd__nand2_1, 41 x sky130_fd_sc_hd__a21oi_1
number of stages on the worst setup path - 16
antenna violations before repair - 0
number of I/O pins - 109
layout cell share with drive strength beyond 1 - 4.86%
most area-hungry cell type in the Yosys netlist - sky130_fd_sc_hd__ha_1
sequential fraction of the synthesis area - 0%
Startpoint Class - input pin
Post-Route Utilization - 44.9%
core box area - 8810 um2
die boundary width - 97.9 um
vias in the first global route - 3256
number of buffers inserted by port buffering - 109
clkbuf count - 0
Setup violations, final - 0
Seq cells - 0
Worst EP arrival - 8.09 ns
sequential cell area in the final layout - 0 um2
class of the tightest hold or removal check - in2out
Total Negative Setup Slacks - 0 ns
number of cells in the yosys synthesis report - 418
type of the setup path with the least slack - in2out
total number of vias - 3282
Peak Freq - 0.0850 GHz
total wirelength of the detailed-routed design - 9.33 mm
Comb area - 2650 um2
drt via density - 5.28
Global Route Usage Sum - 19.6%
slowest cell on the critical path - sky130_fd_sc_hd__clkdlybuf4s50_1
top post-synthesis cells by area - sky130_fd_sc_hd__ha_1 17%, sky130_fd_sc_hd__xnor2_1 9.2%, sky130_fd_sc_hd__a21oi_1 7.4%
cell-by-cell trace of the critical path - clkdlybuf4s50_1 -> ha_1 -> nand3_1 -> nor3_1 -> xor2_1 -> ha_1 -> a21oi_1 -> o21ai_1 -> o41ai_2 -> nand3_2 -> a31oi_2 -> nor3_1 -> or2_1 -> xnor2_1 -> a21oi_1 -> clkdlybuf4s50_1
worst-case vdd ir drop - 0.0140 mV
global-route wire length before repair - 15.4 mm
DP Wirelength - 7.85 mm
total power per unit cell area - 28.8 nW/um2
transition time at the pin with the least slew margin - 0.672 ns
residual DRC count - 0
synthesis-to-finish area growth - 43.0%
number of hold violations in the final report - 0
data required time of the critical path - 14.72 ns
Cell Area, Placed - 3950 um2
number of max-capacitance violations reported - 0
cell class contributing the biggest share of worst-path delay - simple AND/OR/NAND/NOR gates
top logic cell by instance count in the layout - sky130_fd_sc_hd__clkdlybuf4s50_1
kind of capture point of the worst setup path - output port
buffers plus inverters on the worst setup path - 2
final max-slew violation count - 0
initial cell density of the core - 31.4%
number of inserted diodes - 0
final worst path period share - 64.0%
# resized after CTS - 0
area share of the largest cell type after synthesis - 16.8%
design area - 3950 um2
standard-cell rows - 34
Crit Path Max Fanout - 8
LEAKAGE - 1.60 nW
Yosys Warn Count - 0
buffers inserted by post-CTS timing repair - 0
vertical extent of the die - 97.9 um
Hold Path Depth - 3
chip area in the Yosys report - 2760 um2
1st-pass router iterations - 15
DRT antenna net count - 0
unrepaired setup endpoints after global routing - no
number of filler cells placed in the layout - 894
hold bufs inserted after CTS - 0
number of instances in the synthesized netlist - 418
detailed router's first-iteration violation count - 124
min Tclk post-route - 11.77 ns
tool warning count - 39
synthesized area per cell - 6.61 um2
remaining max-slew budget at the tightest pin - 55.1%
Placer Congestion - 0.929
slowest cell delay on critical path - 0.61 ns
die outline area - 9590 um2
total gr overflow - 0
pin count of the biggest net entering global routing - 43
cell area after synthesis - 2760 um2
final routed wire length divided by cell count - 15.0 um
number of distinct library cell variants in the gate-level netlist after synthesis - 52
==> final cells by class <==
cell class | instances | area share, %
multi-input combinational | 390 | 67.2
timing repair buffer | 113 | 28.4
tap | 108 | 3.42
inverter | 11 | 1.05
==> final timing paths <==
path / start / end / slack (ns)
setup / recovery: pc[2] / npc[25] / 6.63
hold / removal: pc[0] / npc[0] / 8.28
==> Yosys cell counts (3+ instances only) <==
cell type,count
sky130_fd_sc_hd__and2_1,3
sky130_fd_sc_hd__o22ai_1,8
sky130_fd_sc_hd__ha_1,37
sky130_fd_sc_hd__o21ai_1,12
sky130_fd_sc_hd__clkbuf_1,12
sky130_fd_sc_hd__nor3_2,3
sky130_fd_sc_hd__o21bai_1,5
sky130_fd_sc_hd__nor2b_1,6
sky130_fd_sc_hd__nand2b_1,5
sky130_fd_sc_hd__nand3_1,20
sky130_fd_sc_hd__a21o_1,17
sky130_fd_sc_hd__and3_1,5
sky130_fd_sc_hd__nor3_1,12
sky130_fd_sc_hd__inv_1,11
sky130_fd_sc_hd__a22oi_1,6
sky130_fd_sc_hd__nand4_1,11
sky130_fd_sc_hd__xnor2_1,29
sky130_fd_sc_hd__o21a_1,4
sky130_fd_sc_hd__mux2i_1,3
sky130_fd_sc_hd__o21ai_0,18
sky130_fd_sc_hd__nand2_1,46
sky130_fd_sc_hd__a31oi_1,6
sky130_fd_sc_hd__nor2_1,37
sky130_fd_sc_hd__a21oi_1,41
sky130_fd_sc_hd__xor2_1,23
sky130_fd_sc_hd__buf_2,5
==> kinds of logic (layout without fill, tap and decap cells) <==
logic type | Yosys count | after routing | synth area share, %
buffers and inverters | 28 | 124 | 4.03
xor gates and xnor gates | 52 | 52 | 16.5
adders and majority gates | 38 | 38 | 17.5
AOI/OAI and AO/OA | 134 | 134 | 31.3
and+or+nand+nor | 163 | 163 | 29.6
muxes | 3 | 3 | 1.09
==> per-layer routing <==
metal	routed length, um	GRT usage, %	share of wire, %	up-vias
met1	4440	27.8	48	1459
met5	0	0	0	-
met2	4350	33.6	47	96
li1	-	-	-	1722
met3	477	1.74	5.1	5
met4	63	1.52	0.68	0
==> through the flow <==
stage / total power [mW] / hold slack, ns / setup slack [ns] / instances
floorplan: 0.0644 / 7.39 / 8.24 / 418
global placement: 0.114 / 8.28 / 6.65 / 622
detailed placement: 0.113 / 8.27 / 6.64 / 622
CTS: 0.114 / 8.28 / 6.61 / 622
global route: 0.126 / 8.30 / 6.33 / 622
finish: 0.114 / 8.28 / 6.63 / 622
==> where the power goes <==
group          total, mW  internal (mW)  switching, mW
clock                  0              0              0
sequential             0              0              0
combinational      0.114         0.0596         0.0543
Power is estimated from default activity; no workload was simulated.
