==> design/flow/design.v <==
module regfile(
    input         clk,
    input  [ 4:0] rs,
    input  [ 4:0] rt,
    input         we,        
    input  [ 4:0] waddr,
    input  [31:0] wdata,
    output [31:0] a,
    output [31:0] b
);
reg [31:0] rf[31:0];
assign a = rf[rs];
assign b = rf[rt];
always@(posedge clk)
    if(we)
        rf[waddr] = wdata;
endmodule
==> design/flow/run.sh <==
#!/bin/bash
# OpenROAD 26Q1-2900-gdf79404cd8, Yosys 0.63+post, stock flow scripts
make -C /OpenROAD-flow-scripts/flow DESIGN_CONFIG=/design/flow/config.mk WORK_HOME=/design/flow/orfs finish
==> design/flow/config.mk <==
export PLATFORM = sky130hd
export DESIGN_NAME = regfile
export DESIGN_NICKNAME = regfile
export VERILOG_FILES = /design/flow/design.v
export SDC_FILE = /design/flow/constraint.sdc
export NUM_CORES = 4
export LEC_CHECK = 1
export CORE_UTILIZATION = 40
==> design/flow/constraint.sdc <==
current_design regfile

set clk_period 6.4
set clk_io_pct 0.2

create_clock -name clk0 -period $clk_period [get_ports {clk}]

set non_clock_inputs [all_inputs -no_clocks]
set_input_delay [expr $clk_period * $clk_io_pct] -clock clk0 $non_clock_inputs
set_output_delay [expr $clk_period * $clk_io_pct] -clock clk0 [all_outputs]
==> CHANGELOG.md <==
## Implementation

- DRT Pass-1 Iters: 5
- Buffers on Ports: 112
- VDD IR max: 0.000232 V
- Distinct cells, synth: 23
- Pwr Total: 0.0151 W
- LEAKAGE: 20.5 nW
- PwrDens: 270 nW/um^2
- Routed Antenna Nets: 0
- DRT iter0 DRCs: 1992
- Post-CTS Setup Inserts: 0
- Max cap viols: 0
- CP Class: input port to output port
- CTS resizes: 0
- Die Height: 351 um
- Fp_density: 0.405
- Hold Path Stages: 2
- HPWL after DPL: 88300 um
- Hold Startpoint: wdata[8]
- CTS clk-pin slew, worst paths: 0.06 ns
- Yosys cell count: 3386
- Max incr delay on CP: 0.65 ns
- Worst setup EP type: output port
- Clk sinks: 1024
- Synth top area share: 0.630
- Slew margin rel.: 0.325
- CTS root buffer: clkbuf_16
- Pin count of the biggest net entering global routing: 82
- I/O pins: 113
- First-pass GRT wire length: 213000 um
- Critical path peak fanout: 28
- Setup violators final: 0
- Core ar.: 120000 um^2
- Startpoint Class: input port
- CP max stage cell: clkdlybuf4s50_1
- Layout cells sized above 1: 0.106
- Max FFs per register: 1024
- CP cell instances: clkdlybuf4s50_1, nor2b_4, buf_4, a22oi_1, a31oi_1, nand3_1, clkdlybuf4s50_1
- Hold-fix buffers at CTS: 0
- Chip Area: 123000 um^2
- Status: completed
- Final wirelength: 149000 um
- RSZ-0062 raised after global routing: false
- Final count of hold timing violations: 0
- Period minus WS final: 5.58 ns
- Commonest cells post-synth: 1024 x edfxtp_1, 1024 x mux2i_1, 195 x nand2_1
- Cell area leaders: edfxtp_1 63%, mux2i_1 21%, a22oi_1 3.0%
- CTS tree: yes
- Die W: 351 um
- Registers, synthesis: 1024
- Antenna violations before repair: 4
- Gr usage total: 0.258
- Combinational Area: 16800 um^2
- Synth warnings: 1
- Bufs on Longest Clock Path: 3
- Slew Viols, Final: 0
- Yosys top cell by area: edfxtp_1
- Avg Inst Size Synth: 14.4 um^2
- Via density: 5.88
- Max H-tree Level: 3
- Post-synth EDFFs: 1024
- Vias post-DR: 30800
- WHS Endpoint: rf[16][8]$_DFFE_PP_
- Register area: 30700 um^2
- WP data required: 5.12 ns
- Post-Syn Instances: 3386
- Remaining DRCs: 0
- Tool warnings: 26
- Commonest flop: edfxtp_1
- Num CTS Buffers: 106
- Total negative setup slack: 0 ns
- WP data arrival: 4.30 ns
- Wire per inst: 28.4 um
- Synthesized area: 48800 um^2
- Slew @ Worst Pin: 1.01 ns
- Synthesis area per yosys: 48800 um^2
- Hold Path Class: input port to register
- Seq/Total Area, Yosys: 0.630
- GR Overflow Total: 0
- Fill count: 10400
- Ys async rst share: 0
- Fmax: 179 MHz
- Most common cell on crit path: clkdlybuf4s50_1
- Crit share post-route: 0.872
- Area Growth Syn to Fin: 14.6%
- Vias in the first global route: 31700
- Row cnt: 127
- Gpl congestion: 0.890
[worst max-delay path, delay by kind of cell]
| kind | cells | cell delay [ns] |
|---|---|---|
| AOI/OAI and AO/OA | 2 | 0.51 |
| buffers and inverters | 3 | 1.62 |
| and+or+nand+nor | 2 | 0.85 |
[metrics by stage]
stage,util,worst slack (ns),instances,hold slack [ns],area (um^2)
finish,0.464,0.816,5231,1.43,55900
detailed placement,0.436,0.883,5038,2.11,52500
floorplan,-,2.69,3386,1.38,48800
global route,0.464,0.719,5230,1.43,55900
CTS,0.464,0.871,5230,1.40,55900
global placement,0.436,0.890,5038,2.11,52500
[cell type report]
cell class                      count  share of cell area
Sequential cell                  1024               0.550
Clock inverter                     63              0.0117
Multi-Input combinational cell   2109               0.300
Antenna cell                        1           0.0000447
Clock buffer                      129              0.0501
Tap cell                         1612              0.0361
Timing Repair Buffer              293              0.0523
[routing by layer]
layer / wire length [um] / track usage
met1: 54400 / 0.333
met2: 69500 / 0.389
met3: 19900 / 0.146
met4: 4770 / 0.0681
met5: 41 / 0
[logic make-up after synthesis]
group,share of synthesized area
mux,0.210
simple gates,0.0471
buf+inv,0.0321
flops,0.630
compound gates,0.0804
[cells in the final DEF, fill, tap and decap left out, types with 109 or more instances in the layout]
master / instances
a22o_1: 128
a22oi_1: 192
a21oi_1: 192
clkbuf_16: 109
nand3_1: 194
buf_4: 146
clkdlybuf4s50_1: 110
mux2i_1: 1024
nand2_1: 193
edfxtp_1: 1024
[report_power, final]
group	internal, W	switching, W	total (W)	leakage [nW]
registers	0.00746	0.0000316	0.00749	9.22
clock network	0.00365	0.00253	0.00619	1.69
logic	0.000547	0.000851	0.00140	9.61
total	0.0117	0.00342	0.0151	20.5
[worst max-delay path by stage]
stage                 endpoint  cells after the start   from
final                     a[4]                      7  rs[0]
after global routing      a[4]                      7  rs[0]
after CTS                 a[4]                      7  rs[0]
No activity file was given, so power comes from the tool's default toggle rates.
